===== /design/flow/run.sh =====
#!/bin/bash
# OpenROAD 26Q1-2900-gdf79404cd8, Yosys 0.63+post, stock flow scripts
make -C /OpenROAD-flow-scripts/flow DESIGN_CONFIG=/design/flow/config.mk WORK_HOME=/design/flow/orfs finish

===== /design/flow/config.mk =====
export PLATFORM = sky130hd
export DESIGN_NAME = top_module
export DESIGN_NICKNAME = top_module
export VERILOG_FILES = /design/flow/design.v
export SDC_FILE = /design/flow/constraint.sdc
export NUM_CORES = 4
export LEC_CHECK = 1
export CORE_UTILIZATION = 50

===== /design/flow/constraint.sdc =====
current_design top_module

set clk_period 5.5
set clk_io_pct 0.2

create_clock -name clk0 -period $clk_period [get_ports {clk}]

set non_clock_inputs [all_inputs -no_clocks]
set_input_delay [expr $clk_period * $clk_io_pct] -clock clk0 $non_clock_inputs
set_output_delay [expr $clk_period * $clk_io_pct] -clock clk0 [all_outputs]

===== /design/flow/design.v =====
`timescale 1ns/1ps
module fifo #(parameter DEPTH = 16, WIDTH = 8) (
    input wire clk,
    input wire resetn,  
    input wire write_en,
    input wire read_en,
    input wire [WIDTH-1:0] in,
    output wire empty,
    output wire full,
    output reg [WIDTH-1:0] out
);
localparam PTR_WIDTH = $clog2(DEPTH);
reg [PTR_WIDTH:0] wrptr;
reg [PTR_WIDTH:0] rdptr;
reg [WIDTH-1:0] fifo_mem [0:DEPTH-1];
always @(posedge clk or negedge resetn) begin
    if (!resetn) begin  
        wrptr <= 0;
    end else begin
        if (write_en && !full) begin  
            fifo_mem[wrptr[PTR_WIDTH-1:0]] <= in;
            wrptr <= wrptr + 1;
        end
    end
end
always @(posedge clk or negedge resetn) begin
    if (!resetn) begin  
        rdptr <= 0;
        out <= 0;
    end else begin
        if (read_en && !empty) begin  
            out <= fifo_mem[rdptr[PTR_WIDTH-1:0]];
            rdptr <= rdptr + 1;
        end
    end
end
assign empty = (wrptr == rdptr);
assign full = (wrptr[PTR_WIDTH] != rdptr[PTR_WIDTH]) && 
              (wrptr[PTR_WIDTH-1:0] == rdptr[PTR_WIDTH-1:0]);
endmodule
module top_module(
    input wire clk,
    input wire reset,
    input wire write_en,
    input wire read_en,
    input [7:0] in,
    output wire empty,
    output wire full,
    output wire [6:0] seven_seg,
    output wire [3:0] an
);
wire [7:0] out;
wire resetn = ~reset;
reg wr_sync0, wr_sync1;
reg rd_sync0, rd_sync1;
always @(posedge clk) begin
    wr_sync0 <= write_en;
    wr_sync1 <= wr_sync0;
    rd_sync0 <= read_en;
    rd_sync1 <= rd_sync0;
end
reg [19:0] wr_cnt;
reg [19:0] rd_cnt;
reg wr_stable;
reg rd_stable;
always @(posedge clk or posedge reset) begin
    if (reset) begin
        wr_cnt <= 0;
        wr_stable <= 0;
    end else begin
        if (wr_sync1)
            wr_cnt <= wr_cnt + 1;
        else
            wr_cnt <= 0;
        if (wr_cnt == 20'hFFFFF)
            wr_stable <= 1;
        else if (!wr_sync1)
            wr_stable <= 0;
    end
end
always @(posedge clk or posedge reset) begin
    if (reset) begin
        rd_cnt <= 0;
        rd_stable <= 0;
    end else begin
        if (rd_sync1)
            rd_cnt <= rd_cnt + 1;
        else
            rd_cnt <= 0;
        if (rd_cnt == 20'hFFFFF)
            rd_stable <= 1;
        else if (!rd_sync1)
            rd_stable <= 0;
    end
end
reg wr_prev, rd_prev;
always @(posedge clk) begin
    wr_prev <= wr_stable;
    rd_prev <= rd_stable;
end
wire write_pulse = wr_stable & ~wr_prev;
wire read_pulse  = rd_stable & ~rd_prev;
fifo dut(
    .clk(clk),
    .resetn(resetn),
    .write_en(write_pulse),
    .read_en(read_pulse),
    .in(in),
    .empty(empty),
    .full(full),
    .out(out)
);
reg [19:0] refresh_counter;
wire [1:0] led_activating_counter;
reg [3:0] anode_temp;
reg [3:0] hex_dec;
always @(posedge clk or posedge reset) begin
    if (reset)
        refresh_counter <= 0;
    else
        refresh_counter <= refresh_counter + 1;
end
assign led_activating_counter = refresh_counter[19:18];
always @(*) begin
    case(led_activating_counter)
        2'b00: begin
            anode_temp = 4'b0111;
            hex_dec = in[7:4];
        end
        2'b01: begin
            anode_temp = 4'b1011;
            hex_dec = in[3:0];
        end
        2'b10: begin
            anode_temp = 4'b1101;
            hex_dec = out[7:4];
        end
        2'b11: begin
            anode_temp = 4'b1110;
            hex_dec = out[3:0];
        end
        default: begin
            anode_temp = 4'b1111;
            hex_dec = 4'h0;
        end
    endcase
end
assign an = anode_temp;
reg [6:0] seg_temp;
always @(*) begin
    case(hex_dec)
        4'h0: seg_temp = 7'b1000000;
        4'h1: seg_temp = 7'b1111001;
        4'h2: seg_temp = 7'b0100100;
        4'h3: seg_temp = 7'b0110000;
        4'h4: seg_temp = 7'b0011001;
        4'h5: seg_temp = 7'b0010010;
        4'h6: seg_temp = 7'b0000010;
        4'h7: seg_temp = 7'b1111000;
        4'h8: seg_temp = 7'b0000000;
        4'h9: seg_temp = 7'b0010000;
        4'hA: seg_temp = 7'b0001000;
        4'hB: seg_temp = 7'b0000011;
        4'hC: seg_temp = 7'b1000110;
        4'hD: seg_temp = 7'b0100001;
        4'hE: seg_temp = 7'b0000110;
        4'hF: seg_temp = 7'b0001110;
        default: seg_temp = 7'b1111111;
    endcase
end
assign seven_seg = seg_temp;
endmodule

==> reports/results.ini <==
[global_route]
grt_pass1_vias=5984
grt_overflow_total=0
use_met2_pct=33.38
met3_usage_pct=14.05
grt_pass1_wl_um=32050
track_usage_pct=23.72
grt_antenna_before_repair=0
grt_max_degree=64
grt.busiest_layer=met1
grt_util_met1_pct=34.48

[synth]
ys_types=62
yosysChipArea_mm2=0.009273
ys.flops=214
yosysTopAreaCell=edfxtp_1
ys_seq_share_pct=64.34
ys_cells=707
synth_area_per_cell_um2=13.12
yosysWarnings=3
synthesis.area_mm2=0.009273
ys_top_cells_by_area=edfxtp_1, dfrtp_1, xnor2_1
edf_count=128
synthArstFlopShare_pct=37.38
top_cell_area_share_pct=41.45
flop_cell=edfxtp_1
synth_cells=707

[timing]
max_clock_freq_ghz=0.2089
finalCritPeriodShare_pct=87.05
rsz0062_at_grt=false
min_period_ns=4.788
tns_ns=0
tightest_slew_ns=0.7622
finClkSkew_ns=0.01811
setup_violations=0
finalHoldViolCount=0
drv_slew=0
hold_ws_ns=0.3262
slew_headroom_pct=47.87

[route]
antenna_left=0
firstDrtPassIters=24
drtIter0Drc=322
vias=5703
wire_per_inst_um=20.60
vias_per_cell=5.855
drt-total-wl_um=20070
n_antenna_cell=0
drc=0

[worst_setup_path]
crit_arrival_ns=3.69
timing_worst_setup_path_type=in2out
rr_startpoint=dut.rdptr[1]$_DFFE_PP0P_
start_kind=primary input
worstPathRequired_ns=4.40
r2r_slack_ns=2.47
ff2ff_path_depth=8
worst-path-max-fanout=17
reg2reg_to=dut.out[1]$_DFFE_PP0P_
cp-end-kind=output port

[power]
power.density_mw_per_mm2=314.5
leakagePower_nw=4.004
power_w=0.003283
peakVddDrop_mv=0.2178

[finish]
syn_to_final_growth_pct=12.59
drive_gt1_share_pct=8.054
lay_top_count=edfxtp_1
design_area_mm2=0.01044
final_core_utilization_pct=57.72
final_cell_mix=edfxtp_1, dfrtp_1, nand2_1

[clock_tree]
postCtsResizedCells=0
post_cts_buffers=0
numCtsBuffers=23
clk_latency_ns=0.51
cts_sinks=214
clkTransAtPathRegs_ns=0.06
clk_path_buf_depth=3
htree_levels=1
clockRootBuffer=clkbuf_16
postCtsHoldBufs=0
cts_tree=done

[floorplan]
io_pins=25
die_y_um=138.2
die_area_mm2=0.01909
initial_utilization_pct=51.27
dieWidth_um=138.2
rows=49
core_mm2=0.01809

[placed_design]
dpl_cell_area_mm2=0.009691
hpwl_um=11830
place_congestion=0.8322
port_buffers=24

[status]
outcome=finished clean

[min_path]
min_from=rd_sync0$_DFF_P_
hold_depth=0
whs_endpoint=rd_sync1$_DFF_P_
hp-class=reg2reg

[job]
tool_warnings=36
max_cap_violations=0

power breakdown:
part           switching [W]  internal (W)  leakage, nW
Clock               0.000595      0.000904        0.367
Combinational      0.0000398     0.0000278         1.34
Sequential        0.00000646       0.00171         2.30
synthesized netlist by cell type, types with 6 or more instances:
library cell,count
inv_1,16
xnor2_1,40
buf_2,13
nor4_1,7
a22oi_1,24
dfxtp_1,6
clkbuf_1,18
edfxtp_1,128
mux2i_1,7
nor3_1,8
and2_1,35
xor2_1,25
and3_1,31
nand4_1,16
nand2_1,43
o21ai_0,17
nor2_1,25
dfrtp_1,80
a221oi_1,7
a21oi_1,13
nand3_1,33
nor2b_1,6
ha_1,17
metal layers:
metal	part of all wire, %	vias up
li1	-	2675
met1	41	2757
met2	44	234
met3	13	37
met4	2.3	0
met5	0	-
flip-flops by register name, summed over array words and instances (netlist names):
register / flops
wr_stable: 1
dut.out: 8
refresh_counter: 20
rd_prev: 1
wr_sync1: 1
rd_sync0: 1
wr_prev: 1
dut.fifo_mem: 128
wr_sync0: 1
dut.rdptr: 5
rd_cnt: 20
dut.wrptr: 5
rd_stable: 1
wr_cnt: 20
rd_sync1: 1
how the worst max path moves through the flow:
stage      from  slack (ns)      endpoint  depth (start not counted)
5_1_grt   in[0]        0.56  seven_seg[3]                          7
6_report  in[0]        0.71  seven_seg[3]                          7
4_1_cts   in[0]        0.68  seven_seg[3]                          7
kinds of logic (layout without fill, tap and decap cells):
family | after synthesis | after routing | share of synthesized area (%)
and+or+nand+nor | 231 | 231 | 13.55
DFF | 214 | 214 | 64.34
AOI/OAI and AO/OA | 110 | 110 | 8.609
xor gates and xnor gates | 65 | 65 | 6.140
buffers and inverters | 54 | 92 | 2.617
adders and majority gates | 17 | 17 | 2.294
muxes | 16 | 16 | 2.456
cell type report:
cell class	instances	area, um^2
fillers	1360	7646
flip-flops and latches	214	5967
multi-input cells	439	3064
clock buffers	37	688.2
repair buffers	33	307.8
well taps	229	286.5
inverters	17	65.06
clock inverters	5	61.31
worst max-delay path: stages:
cell and delay [ns]:
clkdlybuf4s50_1 0.84, mux4_2 0.44, inv_1 0.11, ha_1 0.28, inv_1 0.04, mux4_2 0.45
clkdlybuf4s50_1 0.41
per-stage QoR:
step,instances,worst slack (ns)
after floorplan,707,1.713
after global placement,932,0.7664
after detailed placement,932,0.6855
after CTS,974,0.6762
after global routing,974,0.5609
final,974,0.7121
No activity file was given, so power comes from the tool's default toggle rates.
